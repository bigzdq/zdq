## flow/config.mk

```make
export PLATFORM = sky130hd
export DESIGN_NAME = word_align_ctl
export DESIGN_NICKNAME = word_align_ctl
export VERILOG_FILES = /design/flow/design.v
export SDC_FILE = /design/flow/constraint.sdc
export NUM_CORES = 4
export LEC_CHECK = 1
export CORE_AREA = 10 10 71 71
export DIE_AREA = 0 0 81 81
```

## flow/constraint.sdc

```tcl
current_design word_align_ctl

set clk_period 2.6
set clk_io_pct 0.2

create_clock -name clk0 -period $clk_period [get_ports {clk}]

set non_clock_inputs [all_inputs -no_clocks]
set_input_delay [expr $clk_period * $clk_io_pct] -clock clk0 $non_clock_inputs
set_output_delay [expr $clk_period * $clk_io_pct] -clock clk0 [all_outputs]
```

## flow/design.v

```verilog
parameter WDEPTH = 1024;
parameter ASIZE = 10;
parameter WDSIZE = 16;
parameter RDEPTH = 1024;
parameter RASIZE = 10;
parameter RDSIZE = 16;
module word_align_ctl 
(input   wire        clk             
,input   wire        rst             
,input   wire  [6:0] clock_word      
,input   wire        align_enable    
,output  reg         slip            
,output  reg         clock_word_lock 
);
reg     [5:0]   count;           
always @ (posedge clk or posedge rst)
    if (rst) begin   
        count <= 6'd0;
    end 
    else begin
        if (!align_enable)
            count <= 6'd0;
        else
            count <= count + 1'b1;
    end
always @ (posedge clk or posedge rst)
    if (rst) begin   
        slip <= 1'b0;
    end 
    else begin
        if((count == 6'd1) && (clock_word != RX_CLK_PT)) begin
            slip <= 1'b1;
        end 
        else if((count == 6'd2) || !align_enable) begin
            slip <= 1'b0;
        end
    end
always @ (posedge clk or posedge rst)
begin
    if (rst)   
        clock_word_lock <= 1'b0;
    else if(clock_word == RX_CLK_PT)
        clock_word_lock <= 1'b1;
    else
        clock_word_lock <= 1'b0;
end
endmodule
```

## flow/run.sh

```bash
#!/bin/bash
# OpenROAD 26Q1-2900-gdf79404cd8, Yosys 0.63+post, stock flow scripts
make -C /OpenROAD-flow-scripts/flow DESIGN_CONFIG=/design/flow/config.mk WORK_HOME=/design/flow/orfs finish
```

==> summary.txt <==
Status of the implementation.

- The run finished with clean final reports.
- The overall power is 317 µW, for reference.
- The number of buffers inserted by post-CTS setup repair is 0, for reference.
- The actual slew at the worst max-slew pin is 373 ps, for reference.
- Per STA, the worst path accumulates the most delay in the family simple AND/OR/NAND/NOR gates.
- The critical path's slowest cell is sky130_fd_sc_hd__or4_1, for reference.
- The terminus of the critical flop-to-flop path is count[5], for reference.
- The clock root buffer is sky130_fd_sc_hd__clkbuf_8, for reference.
- In this build the clock could be raised as far as 625 MHz.
- The most popular library cell in the synthesized design by count is sky130_fd_sc_hd__dfrtp_1, for reference.
- The number of clock buffers added by TritonCTS is 3.
- Summed over all layers, the routed wires come to 756 µm.
- The floorplan step defined a die boundary enclosing 0.00656 mm².
- The post-synthesis sequential area ratio is 51.3%, for reference.
- In this run the maximum-capacitance check reported violations numbering 0.
- The synthesized area per cell is 11.2 µm², for reference.
- The vias per cell is 2.98, for reference.
- Cells with a size suffix above 1 make up 10.4% of the layout.
- The horizontal die dimension is 81 µm, for reference.
- The power per cell area is 535 mW/mm², for reference.
- STA on the placed design reports a worst setup slack of 764 ps.
- Before placement the cells fill 10.7% of the core.
- After clock tree synthesis, the clock-pin slew on the worst setup and hold paths is 40 ps.
- The remaining global-route overflow is 0, for reference.
- Setup repair after global routing left no endpoint under its margin.
- Of the post-synthesis cell area, the dominant cell type holds 51.3%.
- The number of cells on the worst reg-to-reg path is 3.
- Per the post-synthesis report, the number of cells in the design is 35.
- Counting tap cells, the placed design contains a total of 93 instances.
- In the finished design, the share of the clock period the worst path needs comes to 61.5%.
- The critical path startpoint category is a primary input, for reference.
- The total global routing track utilization is 2.55%, for reference.
- The DRC marker count from the first detailed-route iteration is 7, for reference.
- The worst clock skew is 3.22 ps, for reference.
- The largest single stage delay on the critical path is 530 ps.
- The kind of end point of the critical path is a flop, for reference.
- The fill cell instance count of the final layout is 408, for reference.
- In this run the most critical hold path is launched from count[0].
- The final period demand of the worst path is 1600 ps, for reference.
- The cell type with the highest aggregate area in the netlist is sky130_fd_sc_hd__dfrtp_1, for reference.
- The slew check shows that the tightest pin keeps a relative margin of 74.9%.
- Per the detail_route report, routed wire per instance is 7.88 µm.
- The critical path endpoint has a required time of 2700 ps.
- Looking at the setup timing report, the critical path kind is primary input to flop.
- The final non-filler cell total is 96, for reference.
- The number of remaining DRC errors is 0, for reference.
- The count of different cell masters after synthesis is 17, for reference.
- The detailed router placed 286 vias in this run.
- The number of clock sinks is 8, for reference.
- The clock latency at the later pin of the worst-skew pair is 220 ps, for reference.
- The Yosys step of the flow raised 3 warnings.
- The top fanout value on the critical path is 2, for reference.
- The number of hold buffers added after CTS is 0, for reference.
- The synth_stat.txt file lists the number of cells as 35.
- Once routing completed, OpenROAD measured the worst setup slack at 1000 ps.
- According to the floorplan report, the placeable core area is 0.00363 mm².
- The synthesis-to-finish area growth is 51.6%, for reference.
- As logged by OpenROAD, the buffers inserted on ports number 10.
- The total of cells resized after clock tree synthesis is 0, for reference.
- Per the CTS log, the maximum H-tree level is 1.
- Across all register-to-register paths, the minimum setup slack is 1400 ps.
- The data arrival time reported for the critical path is 1700 ps.
- Per the post-route antenna check, the number of violating nets is 0.
- The synthesized design contains 8 register bits.
- The number of optimization iterations in the first detailed-route pass is 4, for reference.
- The fraction of registers with async set/reset is 100%, for reference.
- The final count of negative-setup-slack endpoints is 0, for reference.
- According to the floorplan log, the row count is 22.
- The cell depth of the worst setup path is 4, for reference.
- The die height is 81 µm, for reference.
- Pins over their slew limit in the final report were tallied at 0.
- The highest ir drop seen on vdd is 205 µV, for reference.
- The startpoint of the worst-slack reg-to-reg timing path is count[0], for reference.
- The commonest cells after synthesis are sky130_fd_sc_hd__dfrtp_1, sky130_fd_sc_hd__nand2_1, sky130_fd_sc_hd__and2_1, sky130_fd_sc_hd__ha_1, sky130_fd_sc_hd__inv_1.
- Per STA, the startpoint of the critical path is clock_word[1].
- According to the Yosys statistics, the synthesized design has a chip area of 390 µm².
- For reference, the top cells by area after synthesis are sky130_fd_sc_hd__dfrtp_1, sky130_fd_sc_hd__ha_1, sky130_fd_sc_hd__and2_1, sky130_fd_sc_hd__xnor2_1, sky130_fd_sc_hd__nand2_1.
- The total inserted antenna cells is 0, for reference.
- The netlist area before placement is 390 µm², for reference.
- In this run the critical path is formed by clkdlybuf4s50_1, or4_1, nor3_2, o21ai_1.
- TritonCTS built the clock tree.
- The maximum number of pins on one net before global-route repair is 9, for reference.
- For this run, the leading register cell type out of synthesis is sky130_fd_sc_hd__dfrtp_1.
- The initial antenna violation count is 0.
- The first global-routing pass estimated 1.36 mm of wire.
- The via count of the first global-routing pass was 330.
- The count of warning messages emitted by the tools is 28, for reference.
- In the final report, the number of hold violations comes to 0.
- The number of primary I/O pins is 12, for reference.
- CTS reports a maximum clock tree buffer depth of 2.
- The number of buffers and inverters on the critical path is 1.
- Per the gpl log, the routability congestion estimate is 0.730.
- Summed over all failing endpoints, the final setup total negative slack is 0 ps.
- The most critical setup path has its endpoint at slip.
- The leakage component of the power is 0.000255 µW, for reference.
- The most critical min-delay path falls under flop to flop.
- The synthesized design contains 0 enable-type register cells.
-- worst register-to-register path: cells and delay by family, from the launching register on --
kind / cells / cell delay [ps]
flip-flops: 1 / 420
AND/OR/NAND/NOR: 3 / 720
-- logic make-up after synthesis --
family	after synthesis	share of synthesized area, %
AND/OR/NAND/NOR	15	24.4
flip-flops	8	51.3
AND-OR/OR-AND	3	5.13
XOR/XNOR	3	6.73
buffers and inverters	3	2.88
adder cells (fa/ha/maj)	3	9.62
-- cell type report --
type | count | area, µm² | area share, %
flip-flops and latches | 8 | 200 | 33.8
clock buffers | 3 | 41.3 | 6.98
inverters | 3 | 11.3 | 1.90
repair buffers | 10 | 100 | 16.9
multi-input cells | 24 | 179 | 30.2
well taps | 48 | 60.1 | 10.1
-- cells in the final DEF, fill, tap and decap left out, types with 2 or more instances in the layout --
master	n
sky130_fd_sc_hd__clkbuf_8	3
sky130_fd_sc_hd__ha_1	3
sky130_fd_sc_hd__inv_1	3
sky130_fd_sc_hd__nand2_1	4
sky130_fd_sc_hd__nor2b_1	2
sky130_fd_sc_hd__clkdlybuf4s50_1	10
sky130_fd_sc_hd__and2_1	3
sky130_fd_sc_hd__dfrtp_1	8
sky130_fd_sc_hd__xnor2_1	2
-- stage by stage --
step                      instance area, µm²  utilization [%]  hold WS (ps)
after floorplan                          390                -           336
after global placement                   551             15.2           512
after detailed placement                 551             15.2           519
after CTS                                592             16.3           530
after global routing                     592             16.3           567
final                                    592             16.3           526
-- how the worst min path moves through the flow --
stage | cells after the start | end
CTS | 1 | count[0]
global route | 1 | count[0]
finish | 1 | count[0]
-- report_power, final --
| group | switching (µW) | total [µW] | internal, µW |
|---|---|---|---|
| Clock | 44.1 | 144 | 99.9 |
| Sequential | 6.38 | 138 | 132 |
| Combinational | 12.1 | 34.7 | 22.6 |
-- per-layer routing --
| layer | global-route usage (%) | vias up | routed length [µm] |
|---|---|---|---|
| met5 | 0 | - | 0 |
| met4 | 0.865 | 0 | 14 |
| met3 | 1.34 | 2 | 59 |
| met2 | 3.58 | 10 | 333 |
| met1 | 3.30 | 129 | 349 |
| li1 | - | 145 | - |
-- state kept, by name, summed over array words and instances, names as in the netlist --
register	flops
clock_word_lock	1
count	6
slip	1
Power figures rest on the tool's default switching activity, not on a simulated workload.
